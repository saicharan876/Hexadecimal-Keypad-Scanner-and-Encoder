==> flow/config.mk <==
export PLATFORM = sky130hd
export DESIGN_NAME = Hex_Keypad
export DESIGN_NICKNAME = Hex_Keypad
export VERILOG_FILES = /design/flow/design.v
export SDC_FILE = /design/flow/constraint.sdc
export NUM_CORES = 4
export LEC_CHECK = 1
export CORE_AREA = 10 10 70 70
export DIE_AREA = 0 0 80 80
==> flow/constraint.sdc <==
current_design Hex_Keypad

set clk_period 2.1
set clk_io_pct 0.2

create_clock -name clk0 -period $clk_period [get_ports {clock}]

set non_clock_inputs [all_inputs -no_clocks]
set_input_delay [expr $clk_period * $clk_io_pct] -clock clk0 $non_clock_inputs
set_output_delay [expr $clk_period * $clk_io_pct] -clock clk0 [all_outputs]
==> flow/design.v <==
module Hex_Keypad(
    input [3:0] Row,
    input S_Row,
    input clock,
    input reset,
    output reg [3:0] Code,
    output Valid,
    output reg [3:0] Col
    );
    reg [5: 0] state, next_state;
    parameter S_0 = 6'b000001, S_1 = 6'b000010, S_2 = 6'b000100;
    parameter S_3 = 6'b001000, S_4 = 6'b010000, S_5 = 6'b100000;
    assign Valid = ((state == S_1) || (state == S_2) || (state == S_3) || (state == S_4)) && Row;
    always @ (Row or Col)
    case ({Row, Col})
        8'b0001_0001: Code = 0; 
        8'b0001_0010: Code = 1;
        8'b0001_0100: Code = 2; 
        8'b0001_1000: Code = 3;
        8'b0010_0001: Code = 4; 
        8'b0010_0010: Code = 5;
        8'b0010_0100: Code = 6;
        8'b0010_1000: Code = 7;
        8'b0100_0001: Code = 8;
        8'b0100_0010: Code = 9;
        8'b0100_0100: Code = 10;         
        8'b0100_1000: Code = 11;         
        8'b1000_0001: Code = 12;         
        8'b1000_0010: Code = 13;         
        8'b1000_0100: Code = 14;         
        8'b1000_1000: Code = 15;         
        default: Code = 0;                      
    endcase
    always @(posedge clock or posedge reset)
    if (reset) state <= S_0;
    else state <= next_state;
    always@ (state or S_Row or Row)                  
    begin next_state = state; Col = 0;
    case (state)
        S_0: begin Col = 15; if (S_Row) next_state =S_1; end
        S_1: begin Col = 1; if (Row) next_state = S_5; else next_state = S_2; end
        S_2: begin Col = 2; if (Row) next_state = S_5; else next_state = S_3; end
        S_3: begin Col = 4; if (Row) next_state = S_5; else next_state= S_4; end
        S_4: begin Col = 8; if (Row) next_state = S_5; else next_state = S_0; end
        S_5: begin Col = 15; if (Row ==0) next_state = S_0; end
    endcase
    end
endmodule
==> flow/run.sh <==
#!/bin/bash
# OpenROAD 26Q1-2900-gdf79404cd8, Yosys 0.63+post, stock flow scripts
make -C /OpenROAD-flow-scripts/flow DESIGN_CONFIG=/design/flow/config.mk WORK_HOME=/design/flow/orfs finish
==> run summary <==
WL final = 1327 um
Final Max Slew Viols = 0
Starting Density = 11.83%
critical path arrival = 1.63 ns
top cells by count, synth = 5 x dfrtp_1, 4 x and2_1, 4 x nor2_1, 4 x nor4b_1, 4 x or3_1
reg2reg setup slack = 0.87 ns
r2r endpoint = state[1]$_DFF_PP0_
FFs w/ async S/R, synth = 100.0%
critical path cell sequence = buf_4, or4_4, nor2b_2, dlygate4sd2_1
CTS Hold Bufs = 0
die span in x = 80 um
CP startpoint kind = register
GP Congestion = 0.7459
Ports = 16
first-pass GRT wire length = 2070 um
root buffer cell = clkbuf_4
post-synth cell types = 18
worst reg2reg path depth = 4
max reg flops = 6
number of port buffers = 15
Post-DP HPWL = 987.9 um
Slew headroom = 72.78%
most frequent cell after synthesis = dfrtp_1
Yosys chip area = 404.1 um2
synth warn = 1
crit path capture = Valid
H-tree levels = 1
Most used DFF post-synth = dfrtp_1
#FFs+latches synth = 6
CP peak stage delay = 0.42 ns
PwrDens = 461.1 mW/mm2
die height = 80 um
FMAX = 488.1 MHz
layout cell share with drive strength beyond 1 = 47.30%
Ant. Diodes = 0
Worst setup EP type = output port
final hold viol count = 0
WP depth = 4
Cell area leaders = dfrtp_1 31%, nor4b_1 8.7%, dfstp_2 6.5%
Tmin final = 2.049 ns
OpenROAD warning count = 26
Area Growth Syn to Fin = 96.90%
count of library flops with an enable pin = 0
leak pwr = 0.3247 nW
initial antenna violation count = 0
max-cap violations = 0
Synth Seq Share = 37.46%
Late-Pin Clk Latency = 0.25 ns
Tightest Hold Check Type = in2async
# fillers = 383
Antenna Nets Post-Route = 0
CP bufs+invs = 2
Worst Skew = 0.008524 ns
Worst Tran Pin Value = 0.4075 ns
vias in the first global route = 438
number of cell rows = 21
Total Routing Usage GR = 3.929%
CP Max Fanout = 5
post-synthesis cell type with the largest combined area = dfrtp_1
Vias = 447
WP data required = 1.68 ns
1st-pass router iterations = 2
largest net degree at the start of global routing = 9
Sequential cell area = 153.9 um2
top area contributor share = 30.96%
Setup Crit Path Kind = reg2out
post-layout instance area = 795.8 um2
Max IR drop VDD = 0.0001116 V
placed insts = 113
Yosys Instances = 45
Post-Syn Instances = 45
wire per inst = 11.06 um
Non-Filler Instances = 120
Critical Path Start = state[3]$_DFF_PP0_
reg2reg start = state[3]$_DFF_PP0_
Largest delay share family, worst path = simple AND/OR/NAND/NOR gates
Syn Area/Cell = 8.981 um2
clk slew on worst S/H paths = 0.05 ns
Gate Area = 315.3 um2
status = finished, final reports clean
# setup viols final = 0
placed instance area = 671.9 um2
Via-to-Cell Ratio = 3.725
drt drc = 0
CORE AREA = 0.003416 mm2
total congestion overflow = 0
Synth Cell Area = 404.1 um2
Regs by FF count = state x6
RSZ-0062 raised after global routing = true
DRT iter0 DRCs = 35
fin crit share = 97.55%
number of buffers created by CTS = 3
Crit-path slowest cell = or4_4
Reg with most FFs = state
die area = 0.006400 mm2
CTS tree = done
CTS Sinks = 6
clk buf depth = 2
where the power goes:
part	switching (mW)	leakage (nW)	internal [mW]
clock	0.0414	0.0150	0.0719
combinational	0.0427	0.235	0.0769
sequential	0.0105	0.0743	0.123
cell type report:
class | count | area share, %
timing repair buffer | 28 | 29.56
sequential | 6 | 19.34
inverter | 2 | 0.9434
tap | 46 | 7.233
clock buffer | 4 | 3.302
multi-input combinational | 34 | 39.62
cells in the final DEF (no fill, tap or decap):
cell              n
nor3_1            1
xnor2_1           3
nor2b_2           1
clkdlybuf4s50_1   6
or3_1             3
a211oi_2          2
or3_4             1
or4_1             1
inv_1             2
dfrtp_1           3
and2_1            4
clkdlybuf4s15_1   2
buf_6             1
nor2_1            3
dfstp_2           1
nor4b_4           1
nand2_1           1
buf_4            12
nor2_2            1
clkbuf_1          1
or4_4             1
dlygate4sd2_1     5
clkbuf_2          2
nor4_4            1
o21ai_0           2
xor2_1            2
clkbuf_4          3
dfrtp_2           2
nor4b_2           3
nor4_2            3
metal layers:
layer | routed length (um) | vias up | GRT usage, %
li1 | - | 222 | -
met3 | 125 | 2 | 1.477
met1 | 541 | 211 | 4.976
met2 | 633 | 12 | 6.019
met5 | 0 | - | 0
met4 | 27 | 0 | 1.232
per-stage QoR:
step | TNS, ns | power (mW) | hold slack [ns] | setup slack (ns) | utilization (%)
finish | 0 | 0.3669 | 0.3843 | 0.05136 | 23.30
global route | -0.05685 | 0.3941 | 0.3977 | -0.01869 | 23.30
CTS | 0 | 0.3705 | 0.3840 | 0.007416 | 22.67
detailed placement | -1.886 | 0.2422 | 0.5303 | -0.4750 | 19.67
global placement | -1.791 | 0.2388 | 0.5266 | -0.4404 | 19.67
floorplan | 0 | 0.1602 | 0.2102 | 0.5685 | -
what timing repair did:
| action | CTS | global route |
|---|---|---|
| gates cloned | 0 | 0 |
| resized | 23 | 10 |
| buffers inserted | 3 | 0 |
| setup endpoints to repair | 5 | 5 |
| pin swaps | 4 | 5 |
worst min path at each step:
stage,depth (start not counted),slack [ns],to
after CTS,2,0.38,state[3]$_DFF_PP0_
after global routing,2,0.40,state[1]$_DFF_PP0_
final,2,0.38,state[1]$_DFF_PP0_
kinds of logic (layout without fill, tap and decap cells):
kind of cell              count (synthesis)  in the layout  synth area share [%]
AOI/OAI and AO/OA                         4              4                 6.191
and+or+nand+nor                          25             25                 39.93
DFF                                       6              6                 37.46
xor gates and xnor gates                  5              5                 10.84
buffers and inverters                     5             34                 5.572
Power and IR drop assume default switching activity.
